`/design/flow/config.mk`:
```
export PLATFORM = sky130hd
export DESIGN_NAME = Montgomery
export DESIGN_NICKNAME = Montgomery
export VERILOG_FILES = /design/flow/design.v
export SDC_FILE = /design/flow/constraint.sdc
export NUM_CORES = 4
export LEC_CHECK = 1
export CORE_UTILIZATION = 50
```
`/design/flow/constraint.sdc`:
```
current_design Montgomery

set clk_period 229.7
set clk_io_pct 0.2

create_clock -name clk0 -period $clk_period [get_ports {i_clk}]

set non_clock_inputs [all_inputs -no_clocks]
set_input_delay [expr $clk_period * $clk_io_pct] -clock clk0 $non_clock_inputs
set_output_delay [expr $clk_period * $clk_io_pct] -clock clk0 [all_outputs]
```
`/design/flow/design.v`:
```
module Montgomery (
    input          i_clk,
    input          i_rst,
    input          i_start,
    input  [255:0] i_N, i_a, i_b,
    output [255:0] o_montgomery,
    output         o_finished
);
    typedef enum logic {
        S_IDLE,
        S_CALC
    } state_t;
    localparam m_size = 4;
    localparam cycles = 256 / m_size;
    state_t state, state_nxt;
    logic [257:0] tmp1 [0:m_size-1];
    logic [257:0] tmp2 [0:m_size-1];
    logic [257:0] tmp3 [0:m_size-1];
    logic [257:0] m_r;
    logic [257:0] m_w;
    logic [255:0] N, a, b;
    logic [255:0] o_montgomery_r;
    logic o_finished_r;
    logic [8:0] cycle, cycle_nxt;
    logic [255:0] filter, filter_nxt;
    integer i;
    assign o_finished = o_finished_r;
    assign o_montgomery = o_montgomery_r;
    always_comb begin
        state_nxt = state;
        cycle_nxt = 0;
        filter_nxt = 1;
        for (i = 0; i < m_size; i = i + 1) begin
            tmp1[i] = 0;
            tmp2[i] = 0;
            tmp3[i] = 0;
        end
        m_w = 0;
        case(state)
            S_IDLE: begin
                if(i_start) begin
                    state_nxt = S_CALC;
                end
                filter_nxt = 1;
            end
            S_CALC: begin
                cycle_nxt = cycle + 1;
                filter_nxt = filter << m_size;
                if(cycle < cycles) begin
                    state_nxt = S_CALC;
                    tmp1[0] = (| (a & filter)) ? m_r + b : m_r;
                    tmp2[0] = (| (tmp1[0] & 1'b1)) ? tmp1[0] + N : tmp1[0];
                    tmp3[0] = tmp2[0] >> 1;
                    for (i = 1; i < m_size; i = i + 1) begin
                        tmp1[i] = (| (a & (filter << i))) ? tmp3[i - 1] + b : tmp3[i - 1];
                        tmp2[i] = (| (tmp1[i] & 1'b1)) ? tmp1[i] + N : tmp1[i];
                        tmp3[i] = tmp2[i] >> 1;
                    end
                    m_w = tmp3[m_size - 1];
                end else begin
                    state_nxt = S_IDLE;
                    cycle_nxt = 0;
                end
            end
        endcase
    end
    always_ff @(posedge i_clk or posedge i_rst) begin
        if (i_rst) begin
            m_r <= 0;
            state <= S_IDLE;
            cycle <= 0;
            o_finished_r <= 0;
            o_montgomery_r <= 0;
            filter <= 1;
            a <= 0;
            b <= 0;
            N <= 0;
        end else begin
            o_finished_r <= 0;
            o_montgomery_r <= (m_r >= {2'b0, N}) ? m_r - N : m_r;
            state <= state_nxt;
            cycle <= cycle_nxt;
            filter <= filter_nxt;
            if (state == S_IDLE && state_nxt == S_CALC) begin
                N <= i_N;
                a <= i_a;
                b <= i_b;
                m_r <= 0;
            end else if (state == S_CALC && state_nxt == S_CALC) begin
                m_r <= m_w;
            end else if (state == S_CALC && state_nxt == S_IDLE) begin
                o_finished_r <= 1;
            end
        end
    end
endmodule
```
`/design/flow/run.sh`:
```
#!/bin/bash
# OpenROAD 26Q1-2900-gdf79404cd8, Yosys 0.63+post, stock flow scripts
make -C /OpenROAD-flow-scripts/flow DESIGN_CONFIG=/design/flow/config.mk WORK_HOME=/design/flow/orfs finish
```
==> results.json <==
{
  "slowest_delay_ns": 0.68,
  "dp_hpwl_um": 1060000,
  "seqCellArea_um2": 33940,
  "yosysTopAreaCell": "dfrtp_1",
  "ys_types": 111,
  "top_cell": "nand2_1",
  "stdcell_count": 39730,
  "end_kind": "async pin",
  "required_ns": 230.67,
  "warnings": 85,
  "finalHoldViolations": 0,
  "fin_ws_ns": 178.49,
  "max_cap_violations": 0,
  "avgSynthCellArea_um2": 6.726,
  "num_vias": 272300,
  "place_ws_ns": 177.41,
  "critPathMaxFanout": 70,
  "vias_per_cell": 6.853,
  "layout-drive-gt1-share_pct": 5.209,
  "r2r-start": "b[8]",
  "firstDrtPassIters": 7,
  "critPathBufInv": 10,
  "yosys_warnings": 4,
  "routedWlPerCell_um": 31.53,
  "path_delay_family": "buffers and inverters",
  "setup_viol": 0,
  "async_flop_share_pct": 100.0,
  "synth.ff_latch_count": 1356,
  "edf_count": 0,
  "fmax_ghz": 0.01953,
  "use_met1_pct": 70.42,
  "drtIter0Drc": 36500,
  "grt_pass1_wl_um": 1746000,
  "grt_pass1_vias": 244200,
  "ys_sh_aoi_pct": 32.54,
  "die_width_um": 673,
  "cp_slowest_cell": "buf_4",
  "top_cells_by_count": "nand2_1, a21oi_1, nor2_1",
  "grt_busiest_layer": "met1",
  "ys_sh_mux_pct": 1.762,
  "xor_area_share_pct": 8.769,
  "hp-class": "flip-flop to flip-flop",
  "dp.cells": 39280,
  "pin_count": 1028,
  "post-route-period-util_pct": 22.29,
  "cp.arrival_ns": 52.17,
  "cts-root-buf": "clkbuf_16",
  "ys_top_logic_family": "AND-OR/OR-AND gates",
  "clock-sinks": 1356,
  "hold_buffers": 0,
  "clkLatencyLatePin_ns": 1.02,
  "drc": 0,
  "startpoint": "i_rst",
  "syn2layout_area_growth_pct": 10.28,
  "worst_pin_slew_ns": 1.321,
  "grt-ovfl-total": 0,
  "finalClockSkew_ns": 0.1300,
  "dieHeight_um": 673,
  "synth_top_area_share_pct": 15.06,
  "ff_type": "dfrtp_1",
  "dieArea_um2": 452900,
  "ctsHtreeMaxLevel": 4,
  "crit_chain": "clkdlybuf4s50_1 -> inv_8 -> buf_4 -> buf_4 -> buf_4 -> buf_4 -> buf_4 -> buf_4 -> buf_4 -> buf_4",
  "grt_start_max_net_pins": 166,
  "maxSlewViolCount": 0,
  "worst_path_most_repeated_cell": "buf_4",
  "io_buffers": 1027,
  "hold_start": "a[19]",
  "worst_setup_path_start_kind": "input port",
  "grt_use_total_pct": 54.33,
  "postSynthSeqShare_pct": 15.07,
  "critPathKind": "input port to async pin",
  "n_fill_cell": 41710,
  "antenna_left": 0,
  "wirelength_um": 1253000,
  "gp_congestion": 1.236,
  "fin_crit_ns": 51.21,
  "adder_share_pct": 13.11,
  "ctsLongestPathBuffers": 4,
  "status": "completed",
  "clk_pin_slew_ns": 0.06,
  "post_cts_buffers": 0,
  "grt_setup_unrepaired": "false",
  "num_rows": 246,
  "tns_ns": 0,
  "coreArea_um2": 448500,
  "topCellsByArea": "dfrtp_1, ha_1, a21oi_1",
  "ys_cells": 33470,
  "use_met3_pct": 31.00,
  "mi_logic_area_um2": 178900,
  "numCtsBuffers": 162,
  "use_met2_pct": 68.36,
  "netlist_area_um2": 225100,
  "cts_resized": 0,
  "ys_area_um2": 225100,
  "antenna_found_initial": 139,
  "fp-utilization_pct": 50.20,
  "cts_tree": "built",
  "synthCells": 33470,
  "synthSimpleGateAreaFrac_pct": 23.11,
  "maxSlewHeadroom_pct": 11.03
}
worst register-to-register path: cells and delay by family, from the launching register on:
kind,cells,cell delay [ns]
XOR/XNOR,8,1.32
flip-flops,1,0.51
multiplexers,2,0.70
AND-OR/OR-AND,58,19.56
adder cells (fa/ha/maj),8,3.37
buffers and inverters,10,2.26
AND/OR/NAND/NOR,32,10.70
sequential cells by signal, summed over array words and instances (netlist names):
register,flops
o_montgomery_r,256
a,256
cycle,9
b,256
filter,64
m_r,257
o_finished_r,1
state,1
N,256
cell usage in the layout (no fill, tap or decap), types with 87 or more instances in the layout:
master,n
nor4_1,146
nor2b_1,188
a211oi_1,130
xnor2_1,1425
o21ai_1,116
o21ai_0,2858
o21a_1,306
clkbuf_16,163
clkdlybuf4s50_1,1027
a21boi_0,181
and3_1,99
a31oi_1,268
ha_1,2343
a21o_1,1485
a22oi_1,114
xor2_1,829
o31ai_1,208
nor3_1,491
dfrtp_1,1354
o21bai_1,788
nand2b_1,242
and2_1,163
buf_4,855
a221o_1,119
diode_2,163
or3_1,146
inv_1,1326
nor2_1,2983
or2_2,116
o211ai_1,128
nand3_1,370
a221oi_1,160
nand4_1,1254
o221ai_1,87
mux2_2,289
and4_1,91
a21oi_1,4587
nand2_1,5189
layout make-up:
cell class,instances,area share [%]
clock buffers,201,1.793
diodes,163,0.1643
repair buffers,1891,6.799
well taps,5952,3.000
flip-flops and latches,1356,13.67
multi-input cells,28750,72.05
inverters,1329,2.012
clock inverters,87,0.5125
layer usage:
metal	part of all wire [%]	wire length, um
met1	38	471100
met5	0.28	3475
met2	36	454800
met3	18	222500
met4	8.1	100900
kinds of logic after synthesis:
| kind of cell | after synthesis |
|---|---|
| fa+ha+maj | 2353 |
| buf+inv | 3362 |
| simple gates | 11680 |
| compound gates | 12100 |
| flops | 1356 |
| mux | 360 |
| other cells | 1 |
| xor+xnor | 2254 |
final timing paths:
| path | endpoint | slack, ns | depth (start not counted) |
|---|---|---|---|
| setup / recovery | o_montgomery_r[198] | 178.49 | 10 |
| hold / removal | a[19] | 0.48 | 2 |
| setup reg to reg | m_r[245] | 191.13 | 118 |
| hold reg to reg | a[19] | 0.48 | 2 |
| max in group clk0 | N[119] | 178.95 | 11 |
| min in group asynchronous | o_montgomery_r[66] | 45.41 | 2 |
through the flow:
stage               utilization (%)  hold WS (ns)  instance area (um2)
detailed placement            53.99        0.4637               242100
CTS                           55.27        0.4796               247900
finish                        55.36        0.4806               248300
floorplan                         -        0.3982               225100
global route                  55.29        0.4961               248000
global placement              53.99        0.4584               242100
